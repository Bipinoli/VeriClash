==> flow/design.v <==
module convolveWindow (
    input wire signed [15:0] x1,
    input wire signed [15:0] x2,
    input wire signed [15:0] x3,
    input wire signed [15:0] x4,
    input wire signed [15:0] x5,
    input wire signed [15:0] c1,
    input wire signed [15:0] c2,
    input wire signed [15:0] c3,
    input wire signed [15:0] c4,
    input wire signed [15:0] c5,
    output wire signed [15:0] y
);
    assign y = c1 * x1 + c2 * x2 + c3 * x3 + c4 * x4 + c5 * x5;
endmodule
module firFilter (
    input wire clock,
    input wire signed [15:0] inputSignal,
    input wire signed [15:0] c1,
    input wire signed [15:0] c2,
    input wire signed [15:0] c3,
    input wire signed [15:0] c4,
    input wire signed [15:0] c5,
    output reg signed [15:0] outputSignal
);
    reg signed [15:0] x1;
    reg signed [15:0] x2;
    reg signed [15:0] x3;
    reg signed [15:0] x4;
    reg signed [15:0] x5;
    wire signed [15:0] y;
    convolveWindow convolve (x1, x2, x3, x4, x5, c1, c2, c3, c4, c5, y);
    always @(posedge clock) begin
        x5 <= x4;
        x4 <= x3;
        x3 <= x2;
        x2 <= x1;
        x1 <= inputSignal;
        outputSignal <= y;
    end
endmodule
==> flow/run.sh <==
#!/bin/bash
# OpenROAD 26Q1-2900-gdf79404cd8, Yosys 0.63+post, stock flow scripts
make -C /OpenROAD-flow-scripts/flow DESIGN_CONFIG=/design/flow/config.mk WORK_HOME=/design/flow/orfs finish
==> flow/config.mk <==
export PLATFORM = sky130hd
export DESIGN_NAME = firFilter
export DESIGN_NICKNAME = firFilter
export VERILOG_FILES = /design/flow/design.v
export SDC_FILE = /design/flow/constraint.sdc
export NUM_CORES = 4
export LEC_CHECK = 1
export CORE_UTILIZATION = 40
==> flow/constraint.sdc <==
current_design firFilter

set clk_period 12.5
set clk_io_pct 0.2

create_clock -name clk0 -period $clk_period [get_ports {clock}]

set non_clock_inputs [all_inputs -no_clocks]
set_input_delay [expr $clk_period * $clk_io_pct] -clock clk0 $non_clock_inputs
set_output_delay [expr $clk_period * $clk_io_pct] -clock clk0 [all_outputs]
==> impl_metrics.yaml <==
# synthesis and place-and-route metrics
synth:
  ys_area_um2: 22800
  syn_avg_cell_area_um2: 9.30
  netlist_area_um2: 22800
  ys_seq_share_pct: 8.45
  yosysWarnings: 1
  ys_types: 25
  numSynthFlops: 96
  yosys_cells: 2446
  synthCells: 2446
drt:
  drt-initial-drc-count: 741
  drtAntennaViolNets: 0
  wl_per_cell_um: 19.9
  drt_drc_violations_left: 0
  dr.pass1.iters: 5
  vias: 15300
  routed_via_density: 4.68
  routed_wl_um: 65100
finish:
  post-route-util_pct: 44.3
  area_growth_pct: 9.68
  register_area_um2: 1920
  drive_above_1_share_pct: 1.39
  nFillCells: 5348
  comb_area_um2: 18100
floorplan:
  die_area_um2: 57800
  floorplan.io_pins: 113
  rows: 87
  fp-utilization_pct: 40.4
  core_um2: 56300
  die_y_um: 241
  chipWidth_um: 241
final_timing:
  clock.fmax_mhz: 96.7
  grt_setup_unrepaired: "false"
  hold_viol: 0
  slew_viol_final: 0
  period_needed_ns: 10.34
  fin_setup_tns_ns: 0
  hold_slack_ns: 0.370
  fin_skew_ns: 0.0228
  post-route-period-util_pct: 82.7
  tightest_slew_ns: 0.788
  report.final.setup_viol: 0
  relSlewSlack_pct: 47.4
clock_network:
  clock-root-buffer: "clkbuf_16"
  cts_tree: "done"
  cts.sinks: 96
  cts_inserted_buffers: 9
  clkTransAtPathRegs_ns: 0.10
  ctsHtreeMaxLevel: 3
  holdBufCountCts: 0
  clkLatencyLatePin_ns: 0.41
  post_cts_resized: 0
  cts_setup_buffers: 0
  clk_path_buf_depth: 2
setup_path:
  r2r_cells: 24
  critPathMostFrequentCell: "fa_1"
  path_class: "input port to flip-flop"
  rrSetupSlack_ns: 4.39
  required_ns: 12.80
  endpoint_kind: "flip-flop"
  cp-start-kind: "input port"
  worst-path-max-fanout: 15
  reg2reg_to: "outputSignal[15]"
  cpPeakStageDelay_ns: 0.80
  arrival_ns: 10.64
  r2r_start: "x1[2]"
  critPathSlowestCell: "clkdlybuf4s50_1"
placement:
  io_buffer_count: 112
  post-dp-hpwl_um: 56200
  gp_congestion: 1.04
outcome:
  status: "complete, no violations"
grt:
  grt_pass1_wl_um: 101000
  grt_max_degree: 22
  grt_overflow: 0
  antenna_found_initial: 1
  grt_pass1_vias: 16500
  track_usage_pct: 25.5
worst_hold_path:
  min_delay_path_depth: 0
  hold_path_end: "x3[14]"
  hp-class: "flip-flop to flip-flop"
  hp-start: "x2[14]"
run:
  warnings: 25
  cap_violations: 0
-- layer usage --
layer  wire length (µm)  part of all wire [%]  GRT usage, %  vias to the layer above
met4               1260                   1.9          3.67                        2
met3               7640                    12          11.8                       55
met5                  9                 0.014             0                        -
met2              28200                    43          36.2                      552
met1              28000                    43          38.1                     7659
li1                   -                     -             -                     7031
-- metrics by stage --
stage                     cells  cell area [µm²]  setup slack (ns)
final                      3271            25000              2.16
after CTS                  3270            25000              2.11
after detailed placement   3254            24600              1.71
after global placement     3254            24600              1.68
after floorplan            2446            22800              3.19
after global routing       3270            25000              1.83
-- logic make-up (layout without fill, tap and decap cells) --
| kind of cell | count (synthesis) | count (layout) | share of synthesized area (%) |
|---|---|---|---|
| AOI/OAI and AO/OA | 17 | 17 | 0.484 |
| xor gates and xnor gates | 175 | 175 | 6.74 |
| adders and majority gates | 741 | 741 | 57.0 |
| buffers and inverters | 727 | 795 | 12.1 |
| DFF | 96 | 96 | 8.45 |
| other | 0 | 1 | 0 |
| and+or+nand+nor | 690 | 690 | 15.2 |
-- critical path, delay by kind of cell --
kind,cells,cell delay (ns)
adder cells (fa/ha/maj),11,5.03
XOR/XNOR,2,0.40
AND/OR/NAND/NOR,1,0.37
AND-OR/OR-AND,6,1.22
buffers and inverters,7,1.10
-- final cells by class --
| type | instances | area share [%] |
|---|---|---|
| flip-flops and latches | 96 | 7.70 |
| clock buffers | 9 | 0.902 |
| diodes | 1 | 0.0100 |
| well taps | 756 | 3.79 |
| clock inverters | 7 | 0.366 |
| multi-input cells | 1623 | 72.5 |
| inverters | 651 | 9.79 |
| repair buffers | 128 | 4.97 |
-- sequential cells by signal, indices dropped and copies added, names as in the netlist --
name	cells
x3	16
x1	16
x2	16
x4	16
x5	16
outputSignal	16
-- cell usage after synthesis (all sizes together) --
cell / count / area, µm²
nor2: 4 / 15.0
nor3: 1 / 5.00
dfxtp: 96 / 1920
xnor2: 149 / 1310
buf: 9 / 47.6
clkbuf: 67 / 255
a21o: 2 / 15.0
o21bai: 4 / 30.0
a41o: 1 / 10.0
o41ai: 1 / 8.76
a21oi: 7 / 35.0
fa: 494 / 9890
ha: 247 / 3090
inv: 651 / 2440
o22ai: 1 / 6.26
and2: 338 / 2120
xor2: 26 / 228
nand2: 339 / 1270
or3: 1 / 6.26
o21ai: 1 / 5.00
nor2b: 7 / 43.8
-- cells in the final DEF (no fill, tap or decap), drive strengths merged --
cell type / Yosys / layout
o22ai: 1 / 1
ha: 247 / 247
clkinv: 0 / 3
xnor2: 149 / 149
and2: 338 / 338
nor3: 1 / 1
nor2b: 7 / 7
diode: 0 / 1
xor2: 26 / 26
o21ai: 1 / 1
a21o: 2 / 2
fa: 494 / 494
o21bai: 4 / 4
or3: 1 / 1
buf: 9 / 16
nor2: 4 / 4
o41ai: 1 / 1
clkbuf: 67 / 9
dfxtp: 96 / 96
inv: 651 / 655
a41o: 1 / 1
clkdlybuf4s50: 0 / 112
a21oi: 7 / 7
nand2: 339 / 339
-- worst max path at each step --
stage | from | end | slack [ns] | cells after the start
5_1_grt | c1[2] | outputSignal[15] | 1.83 | 27
6_report | c3[1] | outputSignal[15] | 2.16 | 27
4_1_cts | c3[2] | outputSignal[15] | 2.11 | 27
