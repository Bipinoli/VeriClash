$ cat ./config.mk
export PLATFORM = sky130hd
export DESIGN_NAME = matrixMultiplier3by3
export DESIGN_NICKNAME = matrixMultiplier3by3
export VERILOG_FILES = /design/flow/design.v
export SDC_FILE = /design/flow/constraint.sdc
export NUM_CORES = 4
export LEC_CHECK = 1
export CORE_UTILIZATION = 50
$ cat ./constraint.sdc
current_design matrixMultiplier3by3

set clk_period 11.2
set clk_io_pct 0.2

create_clock -name clk0 -period $clk_period

set non_clock_inputs [all_inputs -no_clocks]
set_input_delay [expr $clk_period * $clk_io_pct] -clock clk0 $non_clock_inputs
set_output_delay [expr $clk_period * $clk_io_pct] -clock clk0 [all_outputs]
$ cat ./design.v
module matrixMultiplier3by3 (
    A11, A12, A13,
    A21, A22, A23,
    A31, A32, A33,
    B11, B12, B13,
    B21, B22, B23,
    B31, B32, B33,
    Y11, Y12, Y13,
    Y21, Y22, Y23,
    Y31, Y32, Y33
);
    input wire signed [15:0] A11;
    input wire signed [15:0] A12;
    input wire signed [15:0] A13;
    input wire signed [15:0] A21;
    input wire signed [15:0] A22;
    input wire signed [15:0] A23;
    input wire signed [15:0] A31;
    input wire signed [15:0] A32;
    input wire signed [15:0] A33;
    input wire signed [15:0] B11;
    input wire signed [15:0] B12;
    input wire signed [15:0] B13;
    input wire signed [15:0] B21;
    input wire signed [15:0] B22;
    input wire signed [15:0] B23;
    input wire signed [15:0] B31;
    input wire signed [15:0] B32;
    input wire signed [15:0] B33;
    output wire signed [15:0] Y11;
    output wire signed [15:0] Y12;
    output wire signed [15:0] Y13;
    output wire signed [15:0] Y21;
    output wire signed [15:0] Y22;
    output wire signed [15:0] Y23;
    output wire signed [15:0] Y31;
    output wire signed [15:0] Y32;
    output wire signed [15:0] Y33;
    assign Y11 = (A11 * B11) + (A12 * B21) + (A13 * B31);
    assign Y12 = (A11 * B12) + (A12 * B22) + (A13 * B32);
    assign Y13 = (A11 * B13) + (A12 * B23) + (A13 * B33);
    assign Y21 = (A21 * B11) + (A22 * B21) + (A23 * B31);
    assign Y22 = (A21 * B12) + (A22 * B22) + (A23 * B32);
    assign Y23 = (A21 * B13) + (A22 * B23) + (A23 * B33);
    assign Y31 = (A31 * B11) + (A32 * B21) + (A33 * B31);
    assign Y32 = (A31 * B12) + (A32 * B22) + (A33 * B32);
    assign Y33 = (A31 * B13) + (A32 * B23) + (A33 * B33);
endmodule
$ cat ./run.sh
#!/bin/bash
# OpenROAD 26Q1-2900-gdf79404cd8, Yosys 0.63+post, stock flow scripts
make -C /OpenROAD-flow-scripts/flow DESIGN_CONFIG=/design/flow/config.mk WORK_HOME=/design/flow/orfs finish
==> summary.txt <==
flow finished, numbers: worst endpoint required time around 9000 ps, chip area around 230000 µm², number of slew-limit violations in the final report 0, Total Routing Usage GR 44.4%, final-layout setup total negative slack -1490 ps, area inside the core boundary roughly 230000 µm², Setup WS post-layout -250 ps, average wire per standard cell around 26 µm, post-layout instance count excluding filler cells around 18000, area share of xor/xnor cells in the synthesized design under 10%, Fmax a little under 0.09 GHz, die x size a little under 500 µm, violations in the final reports negative setup slack, max-capacitance violation count 0, 1st-pass router iterations 5, comb. cell area between 100000 and 150000 µm², residual overflow from global routing 0, worst hold margin ~5600 ps, area of the synthesized netlist per yosys stat between 100000 and 150000 µm², post-synthesis mux area share 0%, number of setup violations in the final report 15, Tcrit/Tclk final 102%, commonest cells after routing, fill and taps aside sky130_fd_sc_hd__inv_1 (3241), sky130_fd_sc_hd__fa_1 (2310), sky130_fd_sc_hd__and2_1 (1917), per-cell via count in the routed design between 5 and 6, simple-gate share of the synthesized area around 17%, comb area leader adder cells, RSZ-0062 raised after global routing yes, Arr. time, crit path 9210 ps, Netlist Area Pre-Place 115000 µm², count of standard-cell rows between 150 and 200, synthesized instance count 13100, Crit Path Max Fanout 4, DPL Wire Length 379 mm, Seq cells 0, largest net degree at the start of global routing 38, antenna-violating nets left 0, synthesized-area fraction occupied by adder cells 60.7%, actual transition at the worst max-transition pin 773 ps, total length of routed wires about 470 mm, Post-synth seq share 0%, via count of the first global-routing pass about 100k, share of layout cells above drive strength 1 a little under a quarter, area fraction of the dominant cell type after synthesis between 40% and 50%, syn avg cell area 8.73 µm², run status finished with violations, startpoint types input port, sequential standard cell area 0 µm², final critical-path required period 11450 ps, final core utilization between 60% and 70%, I/O Pins 432, Commonest Layout Cell sky130_fd_sc_hd__inv_1, HP Class in -> out, initial drt markers approximately 4000, Unique masters post-synth 42, post-placement cell count between 15000 and 20000, critical path class in -> out, aoi share less than 1%, remaining design rule violation count 0, count of tool warnings 34, top post-synthesis cells by area sky130_fd_sc_hd__fa_1 (45%), sky130_fd_sc_hd__ha_1 (16%), sky130_fd_sc_hd__inv_1 (11%), sky130_fd_sc_hd__and2_1 (11%), sky130_fd_sc_hd__xnor2_1 (6.1%), cell type with the largest total area after synthesis sky130_fd_sc_hd__fa_1, total count of hold-check failures in the final report 0, placer congestion estimate around 1.1, Via Count about 90000, clk_buf instances 0, die y size ~480 µm, count of filler cells inserted in the layout roughly 18000, element type at the critical path end output pin, effective utilization at floorplan between 50% and 60%, synthesis warning total 0, # Cells Yosys 13100, layout-stage area growth over the synthesis result 28.4%, count of buffers from port buffering about 430, Slew Limit Headroom 48.1%, number of antenna violations at the first check in global routing 46, first-pass GRT wire length between 600 and 700 mm, Hold Buf Count CTS 0
[repair_timing]
item | CTS | global route
endpoints found under the setup margin | 76 | 70
gates resized | 1960 | 672
pin swaps | 949 | 726
cloned | 43 | 1
setup buffers | 577 | 114
[cell families (layout without fill, tap and decap cells)]
family | Yosys count | after routing
xor+xnor | 953 | 953
buf+inv | 4189 | 6025
fa+ha+maj | 4014 | 4014
other cells | 0 | 34
compound gates | 183 | 183
simple gates | 3778 | 3778
[Yosys cell counts (2+ instances only)]
| cell type | number |
|---|---|
| sky130_fd_sc_hd__a211oi_1 | 8 |
| sky130_fd_sc_hd__a21o_1 | 18 |
| sky130_fd_sc_hd__a21oi_1 | 71 |
| sky130_fd_sc_hd__and2_1 | 2091 |
| sky130_fd_sc_hd__and2b_1 | 3 |
| sky130_fd_sc_hd__and4_1 | 7 |
| sky130_fd_sc_hd__buf_1 | 5 |
| sky130_fd_sc_hd__buf_2 | 64 |
| sky130_fd_sc_hd__buf_4 | 2 |
| sky130_fd_sc_hd__buf_6 | 2 |
| sky130_fd_sc_hd__clkbuf_1 | 617 |
| sky130_fd_sc_hd__fa_1 | 2574 |
| sky130_fd_sc_hd__ha_1 | 1440 |
| sky130_fd_sc_hd__inv_1 | 3498 |
| sky130_fd_sc_hd__nand2_1 | 1563 |
| sky130_fd_sc_hd__nand2b_1 | 29 |
| sky130_fd_sc_hd__nor2_1 | 25 |
| sky130_fd_sc_hd__nor2b_1 | 19 |
| sky130_fd_sc_hd__nor3_1 | 14 |
| sky130_fd_sc_hd__nor4_1 | 8 |
| sky130_fd_sc_hd__o211ai_1 | 14 |
| sky130_fd_sc_hd__o21a_1 | 11 |
| sky130_fd_sc_hd__o21ai_0 | 31 |
| sky130_fd_sc_hd__o21ai_1 | 4 |
| sky130_fd_sc_hd__o21bai_1 | 21 |
| sky130_fd_sc_hd__or2_2 | 7 |
| sky130_fd_sc_hd__or4_1 | 7 |
| sky130_fd_sc_hd__xnor2_1 | 800 |
| sky130_fd_sc_hd__xnor2_2 | 3 |
| sky130_fd_sc_hd__xor2_1 | 149 |
[final cells by class]
| type | instances | share of cell area (%) |
|---|---|---|
| multi-input cells | 8928 | 69.7 |
| repair buffers | 2527 | 18.8 |
| inverters | 3498 | 8.94 |
| well taps | 3009 | 2.56 |
| diodes | 34 | 0.0579 |
[per-layer routing]
layer | track usage (%) | up-vias | wire length, µm
li1 | - | 40800 | -
met1 | 56.6 | 46100 | 165000
met2 | 63.9 | 4024 | 205000
met3 | 21.0 | 982 | 58100
met4 | 25.0 | 38 | 37400
met5 | 1.72 | - | 563
[stage by stage]
step / instance area (µm²) / setup WS [ps]
finish: 147000 / -250
global route: 147000 / -518
CTS: 145000 / -281
detailed placement: 134000 / -1340
global placement: 134000 / -1510
floorplan: 115000 / 124
[critical path, stage by stage]
cell and delay, ps:
sky130_fd_sc_hd__buf_12 120, sky130_fd_sc_hd__buf_16 140, sky130_fd_sc_hd__buf_4 140, sky130_fd_sc_hd__and2_4 150, sky130_fd_sc_hd__fa_1 530, sky130_fd_sc_hd__inv_1 60, sky130_fd_sc_hd__fa_1 460, sky130_fd_sc_hd__fa_1 530
sky130_fd_sc_hd__fa_1 450, sky130_fd_sc_hd__fa_1 540, sky130_fd_sc_hd__inv_2 50, sky130_fd_sc_hd__fa_1 490, sky130_fd_sc_hd__inv_2 40, sky130_fd_sc_hd__fa_1 550, sky130_fd_sc_hd__fa_1 440, sky130_fd_sc_hd__fa_2 350
sky130_fd_sc_hd__xor2_1 160, sky130_fd_sc_hd__xnor2_1 220, sky130_fd_sc_hd__xnor2_1 120, sky130_fd_sc_hd__xnor2_1 210, sky130_fd_sc_hd__xnor2_1 160, sky130_fd_sc_hd__xnor2_1 140, sky130_fd_sc_hd__xnor2_2 430, sky130_fd_sc_hd__buf_4 230
sky130_fd_sc_hd__xnor2_2 110, sky130_fd_sc_hd__buf_2 110
[path summary, 6_finish.rpt]
check,start,endpoint,depth (start not counted)
hold / removal,B12[0],Y22[0],5
setup / recovery,A31[5],Y31[15],26
