### design.v
module ringBuffer (
    input wire clock,
    input wire reset,
    input wire enable,
    input wire push,
    input wire pop,
    input wire [7:0] datain,
    output reg [7:0] dataout
);
    reg [7:0] memory [9:0];
    reg [3:0] head;
    reg [3:0] tail;
    always @(posedge clock or posedge reset) begin
        if (reset) begin
            head <= 3'b000;
            tail <= 3'b000;
        end else if (enable) begin 
            if (push) begin
                head <= (head + 1) % 10;
                memory[head] <= datain;  
            end else if (pop) begin
                tail <= (tail + 1) % 10;
                dataout <= memory[tail];
            end
        end
    end
endmodule
### run.sh
#!/bin/bash
# OpenROAD 26Q1-2900-gdf79404cd8, Yosys 0.63+post, stock flow scripts
make -C /OpenROAD-flow-scripts/flow DESIGN_CONFIG=/design/flow/config.mk WORK_HOME=/design/flow/orfs finish
### config.mk
export PLATFORM = sky130hd
export DESIGN_NAME = ringBuffer
export DESIGN_NICKNAME = ringBuffer
export VERILOG_FILES = /design/flow/design.v
export SDC_FILE = /design/flow/constraint.sdc
export NUM_CORES = 4
export LEC_CHECK = 1
export CORE_UTILIZATION = 50
### constraint.sdc
current_design ringBuffer

set clk_period 2.3
set clk_io_pct 0.2

create_clock -name clk0 -period $clk_period [get_ports {clock}]

set non_clock_inputs [all_inputs -no_clocks]
set_input_delay [expr $clk_period * $clk_io_pct] -clock clk0 $non_clock_inputs
set_output_delay [expr $clk_period * $clk_io_pct] -clock clk0 [all_outputs]
==> run summary <==
result of the run - complete, no violations
total via count after detailed routing - 2,663
type of the worst min-delay path - primary input to async pin
portion of the post-synthesis area used by sequential elements - 67.6%
required time worst endpoint - 2.59 ns
Mapped Cells - 298
top-level I/O count - 21
global-route wire length before repair - 13,400 um
number of cells in the yosys synthesis report - 298
FP Util - 51.4%
Critical Setup Path Class - register to register
shortest period the worst path allows - 2.20 ns
total routing usage reported by global routing - 22.6%
fraction of final layout cells sized beyond drive strength 1 - 21.4%
static power due to leakage - 1.82 nW
worst vdd ir - 0.000580 V
post-layout period usage of the worst path - 95.5%
kind of launch point of the worst setup path - register
filler cell count - 596
total number of placement rows - 33
area taken by multi-input logic gates - 1260 um^2
largest net degree at the start of global routing - 23
power consumption - 5.79 mW
buffers from clock root to sink, at most - 2
total DRC errors in the routed layout - 0
TritonCTS clock tree - yes
share of total power in sequential cells - 37.7%
most numerous cell in the Yosys netlist - sky130_fd_sc_hd__edfxtp_1
count of tool warnings - 31
Netlist cell types - 51
Most used DFF post-synth - sky130_fd_sc_hd__edfxtp_1
cell depth of the worst flop-to-flop path - 10
vertical die dimension - 93.7 um
Fin Hold WS - 0.492 ns
H-tree level count - 3
clock input transition at the sequential cells of the worst setup and hold paths - 0.10 ns
clk sink count - 96
number of endpoints with negative hold slack in the final report - 0
Yosys warning count - 2
count of hold-fix buffers inserted at cts - 0
Die ar. - 8780 um^2
post-synth top area cell - sky130_fd_sc_hd__edfxtp_1
Worst Path Max Fanout - 4
clk latency of the worst-skew pair - 0.36 ns
remaining global-route overflow - 0
data arrival time of the critical path - 2.49 ns
post-detailed-routing wire length - 8590 um
Finish-stage setup viols - 0
cell types occupying the most area after synthesis - sky130_fd_sc_hd__edfxtp_1 63%, sky130_fd_sc_hd__dfrtp_1 4.8%, sky130_fd_sc_hd__a22oi_1 3.8%
Avg Synthesized Cell Area - 14.1 um^2
Clk Tree Root Cell - sky130_fd_sc_hd__clkbuf_8
Max Transition Viols Final - 0
fraction of registers with async set or reset after synthesis - 8.33%
Fmax - 455 MHz
area grow syn2layout - 20.2%
maxcap violations - 0
part of the total power dissipated in the clock network - 20.2%
most numerous cell types in the synthesized netlist - 88 x sky130_fd_sc_hd__edfxtp_1, 21 x sky130_fd_sc_hd__a22oi_1, 19 x sky130_fd_sc_hd__nand2_1
vias in the first global route - 2,534
Routed wire per std cell - 18.8 um
ys flops - 96
number of routed nets with antenna violations - 0
DR pass1 iterations - 4
worst reg2reg path endpoint - tail[2]
Iter 0 DRT Violations - 125
Diodes inserted - 0
FF/Latch Area - 2850 um^2
Buffers on Ports - 20
final weighted congestion in routability-driven placement - 0.853
slew at the pin closest to its max-slew limit - 0.510 ns
slack of the worst reg-to-reg path - 0.10 ns
synthesized chip area reported by yosys - 4200 um^2
worst slew margin relative to its limit - 66.0%
Net Sw Frac - 35.6%
Core Area - 8180 um^2
internal portion of total power - 3.73 mW
Sw Pwr - 2.06 mW
Die X-Extent - 93.7 um
fraction of synthesized cell area taken by the top area cell type - 62.9%
Worst Clk Skew - 0.0155 ns
DP Wirelength - 5610 um
endpoint class of the critical path - register
Post-Synthesis Cell Area - 4200 um^2
worst r2r src - tail[0]
initial antenna violation count - 0
Via density - 5.84
portion of total power attributed to combinational logic - 42.1%
power per unit of standard cell area - 1150 nW/um^2
cts bufs inserted - 9
post-synth tally of flip-flops with integrated enable - 88
## power groups by stage
stage	logic, mW	clock network [mW]	registers [mW]
finish	2.44	1.17	2.18
CTS	2.30	1.20	2.19
global route	2.69	1.26	2.20
## routing by layer
layer | part of all wire, % | routed length, um | GRT usage (%) | vias up
met5 | 0 | 0 | 0 | -
met4 | 1.2 | 107 | 2.56 | 0
met3 | 9.2 | 789 | 7.74 | 10
met2 | 45 | 3880 | 32.4 | 102
met1 | 44 | 3820 | 39.1 | 1280
li1 | - | - | - | 1271
## layout make-up
type	instances	share of cell area [%]
clock buffer	9	2.45
timing repair buffer	58	11.1
multi-input combinational	171	24.9
sequential	96	56.3
inverter	10	0.743
tap	105	2.60
clock inverter	7	1.88
## kinds of logic (layout without fill, tap and decap cells)
group / Yosys count / count (layout) / synth area share (%)
buffers and inverters: 31 / 84 / 3.48
DFF: 96 / 96 / 67.6
muxes: 6 / 6 / 1.67
and+or+nand+nor: 65 / 65 / 7.95
AOI/OAI and AO/OA: 86 / 86 / 15.4
xor gates and xnor gates: 3 / 3 / 0.625
adders and majority gates: 11 / 11 / 3.27
## worst max-delay path by stage
stage                 startpoint  slack [ns]  depth (start not counted)  endpoint
final                    tail[0]        0.10                         10   tail[2]
after global routing     head[0]       -0.01                         11   head[2]
after CTS                head[0]        0.04                         10   head[2]
## flip-flops by register name (all words and copies together) (netlist names)
signal / count
head: 4
memory: 80
tail: 4
dataout: 8
## layout by cell type, fill, tap and decap left out, types with 3 or more instances in the layout
master,n
sky130_fd_sc_hd__a31oi_1,3
sky130_fd_sc_hd__a22o_1,3
sky130_fd_sc_hd__dfrtp_1,6
sky130_fd_sc_hd__buf_12,6
sky130_fd_sc_hd__a221o_1,3
sky130_fd_sc_hd__nor2b_1,4
sky130_fd_sc_hd__and3_1,8
sky130_fd_sc_hd__mux2_2,3
sky130_fd_sc_hd__o21ai_0,12
sky130_fd_sc_hd__edfxtp_1,88
sky130_fd_sc_hd__nor3_1,4
sky130_fd_sc_hd__nor4_1,3
sky130_fd_sc_hd__a21oi_1,13
sky130_fd_sc_hd__ha_1,9
sky130_fd_sc_hd__nand2_1,18
sky130_fd_sc_hd__and2_1,3
sky130_fd_sc_hd__nor2_1,10
sky130_fd_sc_hd__a222oi_1,6
sky130_fd_sc_hd__clkbuf_8,9
sky130_fd_sc_hd__a22oi_1,21
sky130_fd_sc_hd__inv_1,10
sky130_fd_sc_hd__nand3_1,3
sky130_fd_sc_hd__buf_4,32
sky130_fd_sc_hd__clkdlybuf4s50_1,20
## worst max-delay path, stage by stage, from the launching register on
cell and delay, ns:
sky130_fd_sc_hd__dfrtp_2 0.43, sky130_fd_sc_hd__buf_4 0.15, sky130_fd_sc_hd__ha_4 0.17, sky130_fd_sc_hd__o21a_1 0.16, sky130_fd_sc_hd__o22a_1 0.18, sky130_fd_sc_hd__ha_1 0.27, sky130_fd_sc_hd__inv_1 0.06, sky130_fd_sc_hd__a31oi_2 0.12
sky130_fd_sc_hd__a21oi_2 0.17, sky130_fd_sc_hd__mux2_4 0.32, sky130_fd_sc_hd__o21ai_2 0.10
## what timing repair did
item                       in CTS  in global routing
pin swaps                       0                  4
resized                         1                 10
gates cloned                    0                  0
setup endpoints to repair       1                  3
buffers inserted                0                  3
## metrics by stage
step                      TNS (ns)  setup WS (ns)  instance area (um^2)  std cells  util [%]
after global routing       -0.0126        -0.0126                  5050        456      61.8
after global placement           0          0.105                  4780        437      58.4
after floorplan                  0        0.00638                  4220        298         -
after detailed placement         0         0.0317                  4780        437      58.4
final                            0          0.104                  5050        456      61.8
after CTS                        0         0.0410                  5000        453      61.2
Power and IR drop assume default switching activity.
